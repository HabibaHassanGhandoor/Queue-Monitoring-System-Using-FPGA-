## design/flow/config.mk

```make
export PLATFORM = sky130hd
export DESIGN_NAME = rom
export DESIGN_NICKNAME = rom
export VERILOG_FILES = /design/flow/design.v
export SDC_FILE = /design/flow/constraint.sdc
export NUM_CORES = 4
export LEC_CHECK = 1
export CORE_AREA = 10 10 70 70
export DIE_AREA = 0 0 80 80
```

## design/flow/constraint.sdc

```tcl
current_design rom

set clk_period 2.5
set clk_io_pct 0.2

create_clock -name clk0 -period $clk_period

set non_clock_inputs [all_inputs -no_clocks]
set_input_delay [expr $clk_period * $clk_io_pct] -clock clk0 $non_clock_inputs
set_output_delay [expr $clk_period * $clk_io_pct] -clock clk0 [all_outputs]
```

## design/flow/design.v

```verilog
module rom (tcount,pcount,wtime_bin);
input [1:0] tcount;
input [2:0] pcount;
output reg [4:0] wtime_bin;
always @(*) begin
	case (pcount)
		3'd0: begin
			if(tcount==0) begin
				wtime_bin = 0;
			end
			if(tcount==1) begin
				wtime_bin = 0;
			end
			if(tcount==2) begin
				wtime_bin = 1;
			end
			if(tcount==3) begin
				wtime_bin = 2;
			end
		end
		3'd1: begin
			if(tcount==0) begin
				wtime_bin = 0;
			end
			if(tcount==1) begin
				wtime_bin = 3;
			end
			if(tcount==2) begin
				wtime_bin = 3;
			end
			if(tcount==3) begin
				wtime_bin = 3;
			end
		end
		3'd2: begin
			if(tcount==0) begin
				wtime_bin = 0;
			end
			if(tcount==1) begin
				wtime_bin = 6;
			end
			if(tcount==2) begin
				wtime_bin = 4;
			end
			if(tcount==3) begin
				wtime_bin = 4;
			end
		end
		3'd3: begin
			if(tcount==0) begin
				wtime_bin = 0;
			end
			if(tcount==1) begin
				wtime_bin = 9;
			end
			if(tcount==2) begin
				wtime_bin = 6;
			end
			if(tcount==3) begin
				wtime_bin = 5;
			end
		end
		3'd4: begin
			if(tcount==0) begin
				wtime_bin = 0;
			end
			if(tcount==1) begin
				wtime_bin = 12;
			end
			if(tcount==2) begin
				wtime_bin = 7;
			end
			if(tcount==3) begin
				wtime_bin = 6;
			end
		end
		3'd5: begin
			if(tcount==0) begin
				wtime_bin = 0;
			end
			if(tcount==1) begin
				wtime_bin = 15;
			end
			if(tcount==2) begin
				wtime_bin = 9;
			end
			if(tcount==3) begin
				wtime_bin = 7;
			end
		end
		3'd6: begin
			if(tcount==0) begin
				wtime_bin = 0;
			end
			if(tcount==1) begin
				wtime_bin = 18;
			end
			if(tcount==2) begin
				wtime_bin = 10;
			end
			if(tcount==3) begin
				wtime_bin = 8;
			end
		end
		3'd7: begin
			if(tcount==0) begin
				wtime_bin = 0;
			end
			if(tcount==1) begin
				wtime_bin = 21;
			end
			if(tcount==2) begin
				wtime_bin = 12;
			end
			if(tcount==3) begin
				wtime_bin = 9;
			end
		end
		default: begin
			wtime_bin = 0;
		end
	endcase
end
endmodule
```

## design/flow/run.sh

```bash
#!/bin/bash
# OpenROAD 26Q1-2900-gdf79404cd8, Yosys 0.63+post, stock flow scripts
make -C /OpenROAD-flow-scripts/flow DESIGN_CONFIG=/design/flow/config.mk WORK_HOME=/design/flow/orfs finish
```

==> out/metrics.cfg <==
[yosys]
enable_flop_cells = 0
yosysTopAreaCellShare = 0.201
netlist-cell-type-count = 25
xor_share = 0
netlist_instances = 45
syn-cell-area_um2 = 374
largest_area_cell = dlxtn_1
ys.flop_type = dlxtn_1
syn_area_per_cell_um2 = 8.31
yosys_area_um2 = 374
adder_share = 0.167
ys_cells = 45
yosys.area_share.simple = 0.181
synth.cellmix.compoundShare = 0.247
yosysWarnings = 1
synthMuxAreaShare = 0.114
synthTopCellsByArea = dlxtn_1, ha_1, a211oi_1
synthTopLogicFamily = AND-OR/OR-AND gates
ys.flops = 5
synthArstFlopShare = 0

[routing]
drc_errors = 0
wl_um = 841
ant_nets = 0
routedWlPerCell_um = 8.49
vias = 342
antenna_cells = 0
viasPerCell = 3.45
drt-initial-drc-count = 18
first_pass_iters = 5

[floorplanning]
fp_util = 0.110
die-area_mm2 = 0.00640
rows = 21
design.core.area_mm2 = 0.00342
ios = 10
die_w_um = 80
die_y_um = 80

[finish]
final_cell_mix = clkdlybuf4s50_1, ha_1, dlxtn_1
largest_reg_flops = 5
areaGrowthSynthToFinish_pct = 37.1
drive_gt1_frac = 0.0755
num-fill-cells = 407
lay_top_count = clkdlybuf4s50_1

[sta]
final.setup.tns_ns = 0
rsz0062_at_grt = no
fmaxAchievable_mhz = 485
finalSetupViolCount = 0
tightest_slew_ns = 0.750
slew_headroom = 0.495
untimed_endpoints = 10
unclocked_pins = 5
final_hold_viol_count = 0
drv_slew = 0

[place]
gp_congestion = 0.791
hpwlAfterDp_um = 694
io_buffers = 10

[power]
power_leakage_nw = 0.204
p_per_area_mw_per_mm2 = 134
ir_drop_mv = 0.0402

[grt]
grt_overflow = 0
grt_pass1_wl_um = 1550
grt_max_degree = 15
antenna_found_initial = 0
grt_use_total = 0.0276
grt_pass1_vias = 342

[clocking]
post_cts_buffers = 0
hold_buffers = 0
post_cts_resized = 0

[run]
warnings = 37
maxCapViolations = 0

[outcome]
status = finished clean

routing by layer:
| layer | routed length (um) | GRT usage |
|---|---|---|
| met3 | 91 | 0.00682 |
| met5 | 0 | 0 |
| met4 | 0 | 0 |
| met1 | 439 | 0.0459 |
| met2 | 310 | 0.0353 |
power by group:
part	switching, mW	internal, mW	total [mW]
registers	0.000569	0.00864	0.00921
clock network	0	0	0
logic	0.0290	0.0307	0.0596
total	0.0295	0.0393	0.0688
cell type report:
type / count / area [um^2] / area share
inverter: 4 / 15.0 / 0.0293
multi-input combinational: 34 / 265 / 0.517
sequential: 5 / 75.1 / 0.146
tap: 46 / 57.6 / 0.112
timing repair buffer: 10 / 100 / 0.195
Yosys cell counts, types with 2 or more instances:
master	count
nand2_1	3
dlxtn_1	5
inv_1	4
o22ai_1	2
ha_1	5
a31oi_1	2
a211oi_1	3
o21ai_1	2
mux2i_1	2
mux2_2	2
stage by stage:
stage / util / std cells / instance area (um^2) / total power, mW
floorplan: - / 45 / 374 / 0.0479
global placement: 0.150 / 99 / 513 / 0.0674
detailed placement: 0.150 / 99 / 513 / 0.0686
CTS: 0.150 / 99 / 513 / 0.0691
global route: 0.150 / 99 / 513 / 0.0777
finish: 0.150 / 99 / 513 / 0.0688
logic make-up after synthesis:
family,count (synthesis)
latches,5
fa+ha+maj,5
compound gates,14
buf+inv,6
simple gates,11
mux,4
Power and IR drop assume default switching activity.
