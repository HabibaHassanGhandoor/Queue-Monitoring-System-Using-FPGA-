File: /design/flow/config.mk
export PLATFORM = sky130hd
export DESIGN_NAME = counter
export DESIGN_NICKNAME = counter
export VERILOG_FILES = /design/flow/design.v
export SDC_FILE = /design/flow/constraint.sdc
export NUM_CORES = 4
export LEC_CHECK = 1
export CORE_AREA = 10 10 70 70
export DIE_AREA = 0 0 80 80
File: /design/flow/constraint.sdc
current_design counter

set clk_period 2.9
set clk_io_pct 0.2

create_clock -name clk0 -period $clk_period [get_ports {clk}]

set non_clock_inputs [all_inputs -no_clocks]
set_input_delay [expr $clk_period * $clk_io_pct] -clock clk0 $non_clock_inputs
set_output_delay [expr $clk_period * $clk_io_pct] -clock clk0 [all_outputs]
File: /design/flow/design.v
`timescale 1ns / 1ps
module counter(
input clk, rst,up, down,
output reg [2:0] pcount,
output full, empty
    );
    reg full_reg, empty_reg;
    always@(posedge clk, posedge rst)
    begin
    if (rst)
    begin 
    pcount <= 0;
    full_reg <= 0;
    empty_reg <= 1;
    end
    else if (up)
    begin
    if(pcount == 7)
    begin
    full_reg <= 1;
    empty_reg <= 0;
    end
    else
    begin
    pcount <= pcount+1;
    empty_reg <= 0;
    full_reg <= 0;
    end
    end
    else if (down)
    begin
    if (pcount == 0)
    begin
    empty_reg <= 1;
    full_reg <= 0;
    end
    else
    begin
    pcount <= pcount-1; 
    empty_reg <= 0;
    full_reg <= 0;
    end
    end
    else 
    pcount <= pcount; 
    end
    assign empty = empty_reg;
    assign full = full_reg;
endmodule
File: /design/flow/run.sh
#!/bin/bash
# OpenROAD 26Q1-2900-gdf79404cd8, Yosys 0.63+post, stock flow scripts
make -C /OpenROAD-flow-scripts/flow DESIGN_CONFIG=/design/flow/config.mk WORK_HOME=/design/flow/orfs finish
==> run summary <==
cells after synthesis: 39
port bufs: 8
GR Overflow Total: 0
Top cells by area: dfrtp_1 (28%), a32o_1 (8.5%), dfstp_2 (7.4%), buf_6 (6.4%), fa_1 (5.7%)
Synthesized registers: 5
first-pass GRT wire length: 1.159 mm
# DRC: 0
drt first pass iters: 4
Max-Cap Viols: 0
crit-path max FO: 5
FMAX: 0.4663 GHz
YS chip area: 354.1 sq um
Die Ht: 80 um
top-level port count: 9
Internal: 260.4 uW
antenna cells: 0
CTS tree: built
max reg flops: 3
status: finished, final reports clean
RR Endpoint: pcount[2]
P&R area growth vs syn: 39.93%
H-tree levels: 1
Unique masters post-synth: 21
Worst Hold Class: flop to flop
Slew @ Worst Pin: 316.6 ps
Reg area: 126.4 sq um
core area: 0.003416 sq mm
Mean Syn Cell Area: 9.079 sq um
vias in the first global route: 271
Reg2Reg Depth: 4
critical-path cell list: clkdlybuf4s50_1 > inv_1 > fa_1 > nand2b_1 > a32o_1 > nor4_2
number of warnings in the stage logs: 25
crit path from: up
Synthesis Warnings: 1
reg2reg setup slack: 1160 ps
CP max stage delay: 500 ps
CP Buf/Inv Count: 2
gp weighted congestion: 0.7812
Die X: 80 um
share of layout cells above drive strength 1: 0.1837
kind of critical path: primary input to flop
area leader, netlist: dfrtp_1
postcts setup bufs: 0
Fin Hold WS: 494.5 ps
Slew HR: 0.7889
cts hold-fix bufs: 0
setup_tns: 0 ps
cts repair resizes: 0
vias per inst: 3.474
drt total wl: 758 um
# clock sinks: 5
logic area: 190.2 sq um
clock group share of total power: 0.192
crit path DAT: 2290 ps
Critical Path Stages: 6
Switching Power: 143.9 uW
Max IR drop VDD: 0.1467 mV
CP endpoint kind: flop
end of the critical path: pcount[2]
cell row count: 21
Sw Ratio: 0.3560
crit path DRT: 3040 ps
largest net degree at the start of global routing: 12
Cell Area, Synth: 354.1 sq um
placed wire-length estimate: 576.1 um
RSZ-0062 raised after global routing: no
CTS Buf Count: 3
Period minus WS final: 2144 ps
antenna-violating nets left: 0
setup violators final: 0
power per cell area: 816.0 mW/mm^2
root buf cell: clkbuf_4
slowest cell on the critical path: fa_1
period utilization: 0.7395
Vias: 330
DR iter-0 viols: 60
clock skew: 1.885 ps
count of final hold-check violations: 0
RR Startpoint: pcount[0]
clock slew at reported path FFs: 40 ps
Logic pwr share: 0.438
Synth Seq Share: 0.3569
Final Max Tran Viols: 0
ys cells: 39
worst-case clock buffer depth: 2
fillers: 394
Pleak: 0.1823 nW
Area leader share: 0.2827
Critical Path Start Type: primary input
Die ar.: 0.006400 sq mm
initial antenna violation count: 0
DR WL/cell: 7.979 um
critical path's top delay family: buffers and inverters
part of the power in registers: 0.369
clk ins delay skew pair: 240 ps
gr usage total: 0.02142
min-delay src: full_reg
FP Core Util: 0.1037
[routing by layer]
| metal | GRT usage | wire, um | vias up |
|---|---|---|---|
| li1 | - | - | 156 |
| met1 | 0.02767 | 290 | 156 |
| met2 | 0.02809 | 346 | 16 |
| met3 | 0.01023 | 101 | 2 |
| met4 | 0.01232 | 19 | 0 |
| met5 | 0 | 0 | - |
[cells in the mapped netlist]
| cell | n |
|---|---|
| dfrtp_1 | 4 |
| nand2_1 | 4 |
| o21ai_0 | 4 |
| a32o_1 | 3 |
| nor2_1 | 3 |
| nor3_1 | 3 |
| buf_6 | 2 |
| inv_1 | 2 |
| nand3_1 | 2 |
| a21o_2 | 1 |
| a21oi_1 | 1 |
| and2_2 | 1 |
| buf_4 | 1 |
| dfstp_2 | 1 |
| fa_1 | 1 |
| mux2i_1 | 1 |
| nand2b_1 | 1 |
| nor2_2 | 1 |
| nor2b_1 | 1 |
| nor4_2 | 1 |
| or3_1 | 1 |
[final cells by class]
class,instances,share of cell area
multi-input combinational,29,0.3838
sequential,5,0.2551
timing repair buffer,9,0.1768
tap,46,0.1162
clock buffer,4,0.05303
inverter,2,0.01515
[worst register-to-register path: stages, from the launching register on]
cell      delay [ps]
dfrtp_1          480
fa_1             520
nand2b_1         170
a32o_1           220
nor4_2           250
[placed cells by master, fill, tap and decap left out]
cell type / n
clkdlybuf4s50_1: 8
nand2_1: 4
o21ai_0: 4
dfrtp_1: 4
a32o_1: 3
nor2_1: 3
nor3_1: 3
clkbuf_4: 3
nand3_1: 2
inv_1: 2
a21o_2: 1
mux2i_1: 1
and2_2: 1
nor2b_1: 1
nor2_2: 1
nand2b_1: 1
or3_1: 1
a21oi_1: 1
nor4_2: 1
fa_1: 1
clkbuf_1: 1
dfstp_2: 1
buf_4: 1
[worst min path at each step]
| stage | depth (start not counted) | endpoint |
|---|---|---|
| finish | 1 | full_reg |
| global route | 1 | full_reg |
| CTS | 1 | full_reg |
[cell families (layout without fill, tap and decap cells)]
kind of cell	Yosys count	after routing	synth area share
muxes	1	1	0.02827
AOI/OAI and AO/OA	9	9	0.1802
buffers and inverters	5	15	0.1060
and+or+nand+nor	18	18	0.2721
DFF	5	5	0.3569
adders and majority gates	1	1	0.05654
[through the flow]
step	setup WS, ps	area, sq um	std cells	util	power, mW
floorplan	961.8	354.1	39	-	0.2624
global placement	541.7	469.2	91	0.1374	0.3222
detailed placement	501.3	469.2	91	0.1374	0.3316
CTS	748.6	495.5	95	0.1451	0.4127
global route	657.6	495.5	95	0.1451	0.4455
finish	755.6	495.5	95	0.1451	0.4043
[power groups by stage]
stage     logic, mW  clock network [mW]  registers, mW
6_report      0.177              0.0778          0.149
5_1_grt       0.200              0.0887          0.157
4_1_cts       0.180              0.0812          0.151
Power and IR drop assume default switching activity.
