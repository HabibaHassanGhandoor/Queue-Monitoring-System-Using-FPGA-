File: flow/design.v
`timescale 1ns / 1ps
module SevSeg2(wtime,seg1,seg2);
     input [4:0] wtime;
     output [6:0] seg1,seg2;
     reg [6:0] seg1,seg2;
    always @(*)
    begin
        case (wtime)  
            0 : begin
					seg1 = 7'b0000001; 
					seg2 = 7'b0000001; 
					 end
            1 : begin 
					seg1 = 7'b1001111; 
					seg2 = 7'b0000001; 
					 end
            2 : begin 
					seg1 = 7'b0010010; 
					seg2 = 7'b0000001; 
					 end 
            3 : begin
					seg1 = 7'b0000110; 
					seg2 = 7'b0000001; 
					 end
            4 : begin
					seg1 = 7'b1001100; 
					seg2 = 7'b0000001; 
					 end
            5 : begin 
					seg1 = 7'b0100100; 
					seg2 = 7'b0000001; 
					 end 
            6 : begin 
					seg1 = 7'b0100000; 
					seg2 = 7'b0000001; 
					end
            7 : begin 
					seg1 = 7'b0001111; 
					seg2 = 7'b0000001; 
					end
            8 : begin 
					seg1 = 7'b0000000; 
					seg2 = 7'b0000001; 
					end
            9 : begin 	
					seg1 = 7'b0000100; 
					seg2 = 7'b0000001; 
					end
				10 : begin 	
					seg1 = 7'b0000001; 
					seg2 = 7'b1001111; 
					end
				12 : begin 
					seg2 = 7'b1001111; 
					seg1 = 7'b0010010; 
					end
				15 : begin 
					seg2 = 7'b1001111; 
					seg1 = 7'b0100100; 
					end
				18 : begin 
					seg2 = 7'b1001111; 
					seg1 = 7'b0000000; 
					end
				21 : begin 
					seg2 = 7'b0010010; 
					seg1 = 7'b1001111; 
					end
            default :begin 
					seg1  = 7'b0000001; 
					seg2 = 7'b0000001; 
					end
        endcase
    end
endmodule
File: flow/run.sh
#!/bin/bash
# OpenROAD 26Q1-2900-gdf79404cd8, Yosys 0.63+post, stock flow scripts
make -C /OpenROAD-flow-scripts/flow DESIGN_CONFIG=/design/flow/config.mk WORK_HOME=/design/flow/orfs finish
File: flow/config.mk
export PLATFORM = sky130hd
export DESIGN_NAME = SevSeg2
export DESIGN_NICKNAME = SevSeg2
export VERILOG_FILES = /design/flow/design.v
export SDC_FILE = /design/flow/constraint.sdc
export NUM_CORES = 4
export LEC_CHECK = 1
export CORE_AREA = 10 10 70 70
export DIE_AREA = 0 0 80 80
File: flow/constraint.sdc
current_design SevSeg2

set clk_period 2.2
set clk_io_pct 0.2

create_clock -name clk0 -period $clk_period

set non_clock_inputs [all_inputs -no_clocks]
set_input_delay [expr $clk_period * $clk_io_pct] -clock clk0 $non_clock_inputs
set_output_delay [expr $clk_period * $clk_io_pct] -clock clk0 [all_outputs]
==> run summary <==
Notes on the flow run.

- The run finished with clean final reports.
- The total power per unit cell area is ~150 nW/um2, for reference.
- The number of global-route vias before repair is approximately 420, for reference.
- The total number of placement rows is 21, for reference.
- The area of the die is 6400 um2, for reference.
- The stage delay of the slowest cell on the critical path is a little under 300 ps, for reference.
- Counting the clock-network buffers in the layout gives 0.
- The highest metal layer with signal wires is met3, for reference.
- Per the detail_route report, inserted antenna diodes total 0.
- The start point of the critical path is wtime[0], for reference.
- The area of the core is 3420 um2, for reference.
- For reference, the top cells by area after synthesis are sky130_fd_sc_hd__ha_1, sky130_fd_sc_hd__buf_4, sky130_fd_sc_hd__nand2_1.
- The start point of the worst hold path is wtime[4], for reference.
- The leakage component of the power was reported as 0.340 nW.
- The wire-length estimate of the detail-placed layout is 945 um.
- The first global-routing pass estimated 1970 um of wire.
- The final max-slew violation count recorded for this run is 0.
- A synthesized cell averages 7.35 um2.
- The fraction of synthesized cell area taken by the top area cell type is 17.7%, for reference.
- There are 0 flip-flops and latches.
- The critical path in the final layout is reported with a setup slack of 60.1 ps.
- Warnings reported by Yosys during synthesis add up to 1.
- OpenROAD emitted warnings numbering 36.
- The timing report shows the most common cell along the critical path to be sky130_fd_sc_hd__buf_4.
- The detailed-routing wirelength on met1 is between 500 and 600 um, for reference.
- The arrival time at the worst endpoint is approximately 1700 ps, for reference.
- The report gives the cell count of the worst hold path as 3.
- The post-synthesis sequential area ratio is 0%, for reference.
- The post-synthesis cell count from yosys is 48, for reference.
- In the synthesis report, Yosys lists the chip area as 353 um2.
- The flow reports an fmax of 467 MHz.
- For this block, the initial DRC count from the detailed router was 12.
- The post-detailed-route DRC marker count is 0, for reference.
- Setup repair after global routing left no endpoint under its margin.
- Wires add up to 1250 um.
- The slowest stage of the critical path belongs to the cell sky130_fd_sc_hd__o311a_1.
- The global routing usage summed across all routing layers is under 10%, for reference.
- The growth of design area from synthesis to finish is 103%, for reference.
- Looking at the hold checks, the worst path lands on seg1[5].
- STA classifies the critical path startpoint as a primary input.
- The netlist area before placement is 353 um2, for reference.
- The minimum clock period after layout is 2140 ps, for reference.
- The final RePlAce weighted congestion is 0.797, for reference.
- The routed length on met2 is 526 um, for reference.
- Per the finish-stage timing summary, setup violations number 0.
- Across the whole layout, storage elements account for 0 um2.
- The pre-CTS setup slack is -541 ps, for reference.
- The completed layout was analyzed and its total power is 0.108 mW.
- The worst vdd rail ir drop is 44.8 uV, for reference.
- The pre-antenna-repair detailed-routing pass consisted of 4 iterations.
- The critical path is of the in -> out type.
- Max-cap violations in this run came to 0.
- The routed length per instance is 10.2 um, for reference.
- For reference, the critical path cell chain is buf_4, buf_4, ha_2, mux2_4, o311a_1, dlygate4sd2_1.
- For the worst setup path, the data required time is ~1800 ps.
- The period utilization is 97.3%, for reference.
- Entering global routing, the biggest net connects 15 pins.
- The total length of routed met3 wires is 125 um, for reference.
- The number of nets with antenna violations after routing is 0, for reference.
- According to the floorplan report, the die height is 80 um.
- Per the synthesis report, the number of distinct cell types is 26.
- The final timing report lists a hold violation count of 0.
- The final report gives the core utilization as 21.0%.
- After detailed routing, the number of vias per cell comes to between 3 and 4.
- The die is 80 um wide.
- The worst hold path belongs to the class in -> out.
- The share of post-route cells with drive strength above 1 is 42.9%, for reference.
- The initial antenna violation count was 0.
- The starting utilization of the core area is 10.3%, for reference.
- The floorplan report gives the top-level pin count as 19.
- The number of buffers inserted by hold repair at cts is 0, for reference.
- Per the post-synthesis report, the number of cells in the design is 48.
- The capturing element type of the critical path is an output pin, for reference.
- The tally of buffers added on design ports is 18, for reference.
- Per the synthesis report, the dominant area consumer among library cells is sky130_fd_sc_hd__ha_1.
- Along the worst path, the maximum fanout reaches 4.
- Summed over all layers, the global routing overflow is 0.
- Summing over every cut layer, the via total after detailed routing is 421.
report_power, final:
group | leakage (nW) | internal (mW) | total (mW) | switching, mW
registers | 0 | 0 | 0 | 0
clock network | 0 | 0 | 0 | 0
logic | 0.340 | 0.0644 | 0.108 | 0.0434
cell families (layout without fill, tap and decap cells):
logic type / after synthesis / after routing / share of synthesized area [%]
AND-OR/OR-AND: 10 / 10 / 18.8
XOR/XNOR: 1 / 1 / 2.48
adder cells (fa/ha/maj): 5 / 5 / 17.7
buffers and inverters: 10 / 39 / 20.2
multiplexers: 3 / 3 / 10.3
other: 1 / 1 / 1.06
AND/OR/NAND/NOR: 18 / 18 / 29.4
per-layer routing:
metal / global-route usage, % / vias to the layer above
met5: 0 / -
met4: 0 / 0
met1: 4.81 / 184
met3: 1.02 / 0
li1: - / 226
met2: 5.94 / 11
metrics by stage:
step,hold WS (ps),TNS [ps],instance area [um2],cells
2_1_floorplan,1040,0,353,48
3_3_place_gp,1990,-5590,626,116
6_report,1390,0,717,123
3_5_place_dp,2010,-5780,626,116
5_1_grt,1440,0,717,123
4_1_cts,1570,0,662,121
final cells by class:
cell class | count | area, um2
Multi-Input combinational cell | 38 | 333
Timing Repair Buffer | 36 | 310
Tap cell | 46 | 57.6
Fill cell | 379 | 2700
Inverter | 3 | 16.3
worst max-delay path: cells and delay by family:
family | cells | cell delay [ps]
buf+inv | 3 | 510
compound gates | 1 | 290
mux | 1 | 250
fa+ha+maj | 1 | 200
synth_stat cells:
library cell and instances:
sky130_fd_sc_hd__a21oi_1 3, sky130_fd_sc_hd__a31oi_1 1, sky130_fd_sc_hd__and2b_1 1, sky130_fd_sc_hd__buf_2 1
sky130_fd_sc_hd__buf_4 4, sky130_fd_sc_hd__buf_6 1, sky130_fd_sc_hd__clkbuf_8 1, sky130_fd_sc_hd__conb_1 1
sky130_fd_sc_hd__ha_1 5, sky130_fd_sc_hd__inv_1 3, sky130_fd_sc_hd__mux2_2 1, sky130_fd_sc_hd__mux2_4 1
sky130_fd_sc_hd__mux2i_1 1, sky130_fd_sc_hd__nand2_1 5, sky130_fd_sc_hd__nand3_1 2, sky130_fd_sc_hd__nand3b_1 2
sky130_fd_sc_hd__nand4b_1 1, sky130_fd_sc_hd__nor2_1 2, sky130_fd_sc_hd__nor2b_1 2, sky130_fd_sc_hd__nor3b_1 2
sky130_fd_sc_hd__o211ai_1 1, sky130_fd_sc_hd__o21ai_0 2, sky130_fd_sc_hd__o311a_1 1, sky130_fd_sc_hd__o311ai_0 2
sky130_fd_sc_hd__or3b_1 1, sky130_fd_sc_hd__xnor2_1 1
repair_timing:
action | in CTS | in global routing
resized | 31 | 14
setup buffers | 5 | 4
endpoints found under the setup margin | 13 | 4
pin swaps | 8 | 4
cell usage in the layout (no fill, tap or decap), types with 2 or more instances in the layout:
cell                               n
sky130_fd_sc_hd__buf_4            16
sky130_fd_sc_hd__nand2_1           5
sky130_fd_sc_hd__nor2_1            2
sky130_fd_sc_hd__dlygate4sd2_1    11
sky130_fd_sc_hd__ha_4              3
sky130_fd_sc_hd__buf_6             3
sky130_fd_sc_hd__clkbuf_2          2
sky130_fd_sc_hd__inv_4             2
sky130_fd_sc_hd__a21oi_1           3
sky130_fd_sc_hd__nand3_1           2
sky130_fd_sc_hd__nand3b_1          2
sky130_fd_sc_hd__clkdlybuf4s50_1   3
worst max-delay path by stage:
stage / depth (start not counted) / endpoint / slack [ps]
6_report: 6 / seg1[0] / 60
5_1_grt: 6 / seg1[0] / 20
4_1_cts: 8 / seg2[4] / 5
Power is estimated from default activity; no workload was simulated.
